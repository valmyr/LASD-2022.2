`flow/design.v`:
```
module LCD_Controller (	 
						iDATA,iRS,
						iStart,oDone,
						iCLK,iRST_N,
						LCD_DATA,
						LCD_RW,
						LCD_EN,
						LCD_RS	);
parameter	CLK_Divide	=	16;
input	[7:0]	iDATA;
input	iRS,iStart;
input	iCLK,iRST_N;
output	reg		oDone;
output	[7:0]	LCD_DATA;
output	reg		LCD_EN;
output			LCD_RW;
output			LCD_RS;
reg		[4:0]	Cont;
reg		[1:0]	ST;
reg		preStart,mStart;
assign	LCD_DATA	=	iDATA; 
assign	LCD_RW		=	1'b0;
assign	LCD_RS		=	iRS;
always@(posedge iCLK or negedge iRST_N)
begin
	if(!iRST_N)
	begin
		oDone	<=	1'b0;
		LCD_EN	<=	1'b0;
		preStart<=	1'b0;
		mStart	<=	1'b0;
		Cont	<=	0;
		ST		<=	0;
	end
	else
	begin
		preStart<=	iStart;
		if({preStart,iStart}==2'b01)
		begin
			mStart	<=	1'b1;
			oDone	<=	1'b0;
		end
		if(mStart)
		begin
			case(ST)
			0:	ST	<=	1;	 
			1:	begin
					LCD_EN	<=	1'b1;
					ST		<=	2;
				end
			2:	begin					
					if(Cont<CLK_Divide)
					Cont	<=	Cont+1;
					else
					ST		<=	3;
				end
			3:	begin
					LCD_EN	<=	1'b0;
					mStart	<=	1'b0;
					oDone	<=	1'b1;
					Cont	<=	0;
					ST		<=	0;
				end
			endcase
		end
	end
end
endmodule
module	LCD_TEST (	 
					iCLK,iRST_N,
					d0x0,d0x1,d0x2,d0x3,d0x4,d0x5,d1x0,d1x1,d1x2,d1x3,d1x4,d1x5,
					LCD_DATA,LCD_RW,LCD_EN,LCD_RS	);
input			iCLK,iRST_N;
input  [7:0] d0x0,d0x1,d0x2,d0x3,d0x4,d0x5,d1x0,d1x1,d1x2,d1x3,d1x4,d1x5;
output	[7:0]	LCD_DATA;
output			LCD_RW,LCD_EN,LCD_RS;
reg	[5:0]	LUT_INDEX;
reg	[8:0]	LUT_DATA;
reg	[5:0]	mLCD_ST;
reg	[17:0]	mDLY;
reg			mLCD_Start;
reg	[7:0]	mLCD_DATA;
reg			mLCD_RS;
wire		mLCD_Done;
parameter	LCD_INTIAL	=	0;
parameter	LCD_RESTART	=	4;
parameter	LCD_LINE1	=	5;
parameter	LCD_CH_LINE	=	LCD_LINE1+16;
parameter	LCD_LINE2	=	LCD_LINE1+16+1;
parameter	LUT_SIZE	=	LCD_LINE2+16-1;
always@(posedge iCLK or negedge iRST_N)
begin
	if(!iRST_N)
	begin
		LUT_INDEX	<=	0;
		mLCD_ST		<=	0;
		mDLY		<=	0;
		mLCD_Start	<=	0;
		mLCD_DATA	<=	0;
		mLCD_RS		<=	0;
	end
	else
	begin
		begin
			case(mLCD_ST)
			0:	begin
					mLCD_DATA	<=	LUT_DATA[7:0];
					mLCD_RS		<=	LUT_DATA[8];
					mLCD_Start	<=	1;
					mLCD_ST		<=	1;
				end
			1:	begin
					if(mLCD_Done)
					begin
						mLCD_Start	<=	0;
						mLCD_ST		<=	2;					
					end
				end
			2:	begin
					if(mDLY<18'h3FFFE)
					mDLY	<=	mDLY+1;
					else
					begin
						mDLY	<=	0;
						mLCD_ST	<=	3;
					end
				end
			3:	begin
					if(LUT_INDEX<LUT_SIZE)
						LUT_INDEX	<=	LUT_INDEX+1;
					else
						LUT_INDEX	<=	LCD_RESTART;
					mLCD_ST	<=	0;
				end
			endcase
		end
	end
end
function [8:0] hex2char;
	input [3:0] h;
	hex2char = (h>9 ? 9'h137 : 9'h130) + h;	
endfunction
always@*
begin
	case(LUT_INDEX)
	LCD_INTIAL+0:	LUT_DATA	<=	9'h038;
	LCD_INTIAL+1:	LUT_DATA	<=	9'h00C;
	LCD_INTIAL+2:	LUT_DATA	<=	9'h001;
	LCD_INTIAL+3:	LUT_DATA	<=	9'h006;
	LCD_INTIAL+4:	LUT_DATA	<=	9'h080;
	LCD_LINE1+0:	LUT_DATA	<=	hex2char(d0x0[ 7: 4]);
	LCD_LINE1+1:	LUT_DATA	<=	hex2char(d0x0[ 3: 0]);
	LCD_LINE1+2:	LUT_DATA	<=	9'h120;
	LCD_LINE1+3:	LUT_DATA	<=	hex2char(d0x1[ 7: 4]);             
	LCD_LINE1+4:	LUT_DATA	<=	hex2char(d0x1[ 3: 0]);
	LCD_LINE1+5:	LUT_DATA	<=	9'h120;
	LCD_LINE1+6:	LUT_DATA	<=	hex2char(d0x2[ 7: 4]);           
	LCD_LINE1+7:	LUT_DATA	<=	hex2char(d0x2[ 3: 0]);
	LCD_LINE1+8:	LUT_DATA	<=	9'h120;
	LCD_LINE1+9:	LUT_DATA	<=	hex2char(d0x3[ 7: 4]);          
	LCD_LINE1+10:	LUT_DATA	<=	hex2char(d0x3[ 3: 0]);
	LCD_LINE1+11:	LUT_DATA	<=	9'h120;
	LCD_LINE1+12:	LUT_DATA	<=	hex2char(d0x4[ 7: 4]);             
	LCD_LINE1+13:	LUT_DATA	<=	hex2char(d0x4[ 3: 0]);
	LCD_LINE1+14:	LUT_DATA	<=	9'h120;
	LCD_LINE1+15:	LUT_DATA	<=	hex2char(d0x5[ 3: 0]);
	LCD_CH_LINE:	LUT_DATA	<=  9'h0C0;	                    
	LCD_LINE2+0:	LUT_DATA	<=	hex2char(d1x0[ 7: 4]);
	LCD_LINE2+1:	LUT_DATA	<=	hex2char(d1x0[ 3: 0]);
	LCD_LINE2+2:	LUT_DATA	<=	9'h120;
	LCD_LINE2+3:	LUT_DATA	<=	hex2char(d1x1[ 7: 4]);             
	LCD_LINE2+4:	LUT_DATA	<=	hex2char(d1x1[ 3: 0]);
	LCD_LINE2+5:	LUT_DATA	<=	9'h120;
	LCD_LINE2+6:	LUT_DATA	<=	hex2char(d1x2[ 7: 4]);           
	LCD_LINE2+7:	LUT_DATA	<=	hex2char(d1x2[ 3: 0]);
	LCD_LINE2+8:	LUT_DATA	<=	9'h120;
	LCD_LINE2+9:	LUT_DATA	<=	hex2char(d1x3[ 7: 4]);          
	LCD_LINE2+10:	LUT_DATA	<=	hex2char(d1x3[ 3: 0]);
	LCD_LINE2+11:	LUT_DATA	<=	9'h120;
	LCD_LINE2+12:	LUT_DATA	<=	hex2char(d1x4[ 7: 4]);             
	LCD_LINE2+13:	LUT_DATA	<=	hex2char(d1x4[ 3: 0]);
	LCD_LINE2+14:	LUT_DATA	<=	9'h120;
	LCD_LINE2+15:	LUT_DATA	<=	hex2char(d1x5[ 3: 0]);
	default:	    LUT_DATA	<=	9'h120;
	endcase
end
LCD_Controller 		u0	(	 
							.iDATA(mLCD_DATA),
							.iRS(mLCD_RS),
							.iStart(mLCD_Start),
							.oDone(mLCD_Done),
							.iCLK(iCLK),
							.iRST_N(iRST_N),
							.LCD_DATA(LCD_DATA),
							.LCD_RW(LCD_RW),
							.LCD_EN(LCD_EN),
							.LCD_RS(LCD_RS)	);
endmodule
```
`flow/run.sh`:
```
#!/bin/bash
# OpenROAD 26Q1-2900-gdf79404cd8, Yosys 0.63+post, stock flow scripts
make -C /OpenROAD-flow-scripts/flow DESIGN_CONFIG=/design/flow/config.mk WORK_HOME=/design/flow/orfs finish
```
`flow/config.mk`:
```
export PLATFORM = sky130hd
export DESIGN_NAME = LCD_TEST
export DESIGN_NICKNAME = LCD_TEST
export VERILOG_FILES = /design/flow/design.v
export SDC_FILE = /design/flow/constraint.sdc
export NUM_CORES = 4
export LEC_CHECK = 1
export CORE_UTILIZATION = 30
```
`flow/constraint.sdc`:
```
current_design LCD_TEST

set clk_period 2.8
set clk_io_pct 0.2

create_clock -name clk0 -period $clk_period [get_ports {iCLK}]

set non_clock_inputs [all_inputs -no_clocks]
set_input_delay [expr $clk_period * $clk_io_pct] -clock clk0 $non_clock_inputs
set_output_delay [expr $clk_period * $clk_io_pct] -clock clk0 [all_outputs]
```
==> impl_results.rst <==
Metrics
=======

.. list-table::
   :header-rows: 1

   * - Metric
     - Value
   * - Placed inst area
     - around 8600 sq um
   * - Worst Hold Class
     - in -> async
   * - Worst slack after detailed placement
     - -517 ps
   * - Post-route minimum period
     - ~2700 ps
   * - Number of cells on the worst reg-to-reg path
     - 9
   * - Setup TNS after final layout
     - 0 ps
   * - Max Clock Skew
     - ~7.2 ps
   * - Cts bufs inserted
     - 5
   * - Clk pwr share
     - 0.322
   * - Slew HR
     - 0.587
   * - Chip Height
     - between 100 and 150 um
   * - Met2 track demand over resource in global routing
     - 0.321
   * - GR Overflow Total
     - 0
   * - Number of global-route vias before repair
     - 6396
   * - TritonCTS clock tree
     - built
   * - First-pass iteration count of the detailed router
     - 5
   * - Setup crit start kind
     - input port
   * - Fraction of layout cells with a size suffix above 1
     - 0.227
   * - Sequential share of the synthesized area
     - 0.206
   * - Area of the mapped netlist
     - 6220 sq um
   * - Endpoint of the most critical setup path
     - mLCD_DATA[1]
   * - Data arrival time of the critical path
     - approximately 2900 ps
   * - Die outline area
     - about 21000 sq um
   * - Overall routing resource usage
     - 0.217
   * - Psw
     - between 0.6 and 0.7 mW
   * - Mean area per synthesized cell
     - about 8 sq um
   * - Detailed-placement wirelength estimate
     - approximately 19000 um
   * - Number of sinks on the clock net
     - just over 50
   * - Post-route DRC violation count
     - 0
   * - Startpoint of the worst register-to-register path
     - LUT_INDEX[0]
   * - Cell breakdown of the critical path
     - clkdlybuf4s50_1 -> o21a_1 -> ha_2 -> fa_1 -> a22oi_2 -> o22ai_1 -> a22oi_1 -> nand3_1 -> a211oi_2 -> buf_4 -> o22ai_1
   * - Vias/cell
     - approximately 5.2
   * - ANT nets after route
     - 0
   * - Register cell area after layout
     - around 1300 sq um
   * - Share of total power in combinational logic
     - 0.341
   * - Std cell rows
     - 52
   * - Main area contributors after synthesis
     - dfrtp_1, ha_1, fa_1, nand2_1, nor2b_1
   * - Routed length per placed instance
     - 17.5 um
   * - Floorplan-stage core utilization
     - 0.306
   * - Required time of the critical path
     - around 3000 ps
   * - Clock-pin slew reported for the worst setup and hold paths after clock tree synthesis
     - about 70 ps
   * - Slew @ Worst Pin
     - 619 ps
   * - Cell type with the largest total area
     - dfrtp_1
   * - Async S/R FF share, synth
     - 1.00
   * - Run status
     - finished clean
   * - GR met3 Demand/Resource
     - 0.0374
   * - Reg2reg end
     - mLCD_DATA[6]
   * - Via count
     - between 6000 and 7000
   * - Number of H-tree levels
     - 2
   * - Layer with the highest usage
     - met1
   * - # placed instances
     - around 1300
   * - Die x size
     - ~150 um
   * - Reg power frac
     - 0.337
   * - Static leakage power
     - approximately 4.2 nW
   * - Worst hold slack
     - approximately 290 ps
   * - First-pass GRT wire length
     - ~35000 um
   * - Master cell of the clock root buffer
     - clkbuf_16
   * - Number of diodes added for antenna fixing
     - 0
   * - Count of tool warnings
     - 37
   * - Dominant register cell in the synthesized netlist
     - dfrtp_1
   * - Total internal power
     - between 1.5 and 2 mW
   * - Fill cell count
     - a little under 2000
   * - Yosys warns
     - 2
   * - Initial DRC count
     - between 400 and 500
   * - Tally of max-capacitance violations
     - 0
   * - Slack of the worst reg-to-reg path
     - roughly 120 ps
   * - Pin count of the biggest net entering global routing
     - 29
   * - Number of setup violations in the final report
     - 0
   * - Master of the slowest instance on the critical path
     - fa_1
   * - Fraction of synthesized cell area taken by the top area cell type
     - 0.197
   * - Final Instance Count excl. Fillers
     - between 1000 and 1500
   * - Num ports
     - 109
   * - Count of different cell masters after synthesis
     - a little under 70
   * - Tot Pwr
     - about 2.2 mW
   * - Fraction of the core area covered by cells at the end of the flow
     - 0.446
   * - Post-layout period usage
     - 0.978
   * - Number of antenna violations at the first check in global routing
     - 0
   * - Post-route design area
     - approximately 9000 sq um
   * - Pwr Density
     - approximately 240 nW/um^2
   * - Worst setup path class
     - in -> reg
   * - Post-synth EDFFs
     - 0
   * - Synth Instances
     - around 770
   * - Element type at the critical path end
     - register
   * - Post-synthesis cell count from yosys
     - 774
   * - Latest clock arrival within the worst-skew pair
     - between 200 and 300 ps
   * - Met1 track demand over resource in global routing
     - 0.335
   * - Post-synthesis register bit count
     - between 50 and 60
   * - CTS Buffer Depth
     - 2
   * - Number of hold-repair buffers added at the cts stage
     - 0
   * - Comb gate area
     - between 4000 and 5000 sq um
   * - Placer's final routability congestion estimate
     - just over 1
   * - Sw Ratio
     - 0.274
   * - Area reported by Yosys stat
     - between 6000 and 7000 sq um
   * - Number of hold violations in the final report
     - 0
   * - Core region area
     - between 20000 and 25000 sq um
   * - Slowest stage delay, CP
     - 480 ps
   * - Final tally of max-slew violations
     - 0
   * - Routed wire length
     - between 20000 and 25000 um
   * - VDD IR-drop max
     - ~0.35 mV
   * - Worst path setup slack after routing
     - ~60 ps
   * - Origin of the worst setup path
     - d0x1[5]
   * - Port bufs
     - between 90 and 100
   * - Area growth syn-to-layout
     - 45.6%
   * - Most common cell on crit path
     - o22ai_1
   * - Top achievable clock speed
     - 0.365 GHz
   * - Top fanout value on the critical path
     - 2
-- cells in the mapped netlist (23+ instances only) --
cell and n:
a21o_1 27, nand2_1 71, ha_1 51, nand2b_1 24, dfrtp_1 49, a21oi_1 38, nor2b_1 40, o21ai_0 48
nand3_1 23, nor2_1 58, inv_1 31, a22oi_1 26
-- final cells by class --
| type | count | area share |
|---|---|---|
| Clock buffer | 6 | 0.0153 |
| Clock inverter | 2 | 0.00428 |
| Inverter | 31 | 0.0128 |
| Multi-Input combinational cell | 663 | 0.537 |
| Sequential cell | 51 | 0.141 |
| Tap cell | 270 | 0.0373 |
| Timing Repair Buffer | 264 | 0.252 |
-- how the worst min path moves through the flow --
stage      start        end  slack, ps  depth (start not counted)
4_1_cts   iRST_N   mDLY[10]        290                          1
6_report  iRST_N   u0.oDone        290                          1
5_1_grt   iRST_N  u0.mStart        330                          1
-- layout by cell type, fill, tap and decap left out, types with 10 or more instances in the layout --
cell             netlist  final
buf_4                  3    165
dlymetal6s2s_1         0     22
ha_1                  51     42
clkdlybuf4s50_1        0     76
nand2_1               71     70
o21a_1                15     15
a21oi_1               38     36
inv_1                 31     29
xor2_1                20     19
and3_1                14     14
nor2b_1               40     36
a22oi_1               26     24
o21ai_0               48     44
a31oi_1               10     10
dfrtp_1               49     49
o22ai_1               15     14
xnor2_1               12     11
nand4_1               11     11
fa_1                  16     11
nand2b_1              24     24
nand3_1               23     23
a21o_1                27     27
mux2i_1               13     13
nor2_1                58     54
-- state kept, by name (all words and copies together) (netlist names), named ones only --
signal       cells
mLCD_ST          4
u0.LCD_EN        1
mLCD_Start       1
u0.ST            2
mDLY            18
LUT_INDEX        6
u0.mStart        1
mLCD_RS          1
u0.Cont          5
mLCD_DATA        8
u0.oDone         1
u0.preStart      1
-- worst max-delay path: cells and delay by family --
| kind | cells | cell delay (ps) |
|---|---|---|
| AOI/OAI and AO/OA | 6 | 940 |
| buffers and inverters | 2 | 600 |
| and+or+nand+nor | 1 | 120 |
| adders and majority gates | 2 | 670 |
-- cells by family (layout without fill, tap and decap cells) --
logic type               after synthesis  after routing  share of synthesized area
AND-OR/OR-AND                        247            247                      0.273
XOR/XNOR                              32             32                     0.0451
adder cells (fa/ha/maj)               67             67                      0.154
buffers and inverters                 60            303                     0.0400
flip-flops                            51             51                      0.206
multiplexers                          14             14                     0.0227
other                                  1              1                   0.000603
AND/OR/NAND/NOR                      302            302                      0.259
-- routing by layer --
| layer | part of all wire | vias up |
|---|---|---|
| met5 | 0 | - |
| met4 | 0.020 | 0 |
| met3 | 0.064 | 37 |
| met2 | 0.43 | 185 |
| met1 | 0.49 | 3119 |
| li1 | - | 3376 |
-- what timing repair did --
action,in CTS,in global routing
setup buffers,0,5
gates resized,9,65
cloned,0,0
pin swaps,5,34
setup endpoints to repair,3,7
-- power groups by stage --
stage	registers [mW]	logic, mW	clock network (mW)
finish	0.738	0.746	0.706
global route	0.738	0.818	0.753
CTS	0.738	0.723	0.731
Power figures rest on the tool's default switching activity, not on a simulated workload.
